## /design/flow/run.sh

```bash
#!/bin/bash
# OpenROAD 26Q1-2900-gdf79404cd8, Yosys 0.63+post, stock flow scripts
make -C /OpenROAD-flow-scripts/flow DESIGN_CONFIG=/design/flow/config.mk WORK_HOME=/design/flow/orfs finish
```

## /design/flow/config.mk

```make
export PLATFORM = sky130hd
export DESIGN_NAME = Data_Memory
export DESIGN_NICKNAME = Data_Memory
export VERILOG_FILES = /design/flow/design.v
export SDC_FILE = /design/flow/constraint.sdc
export NUM_CORES = 4
export LEC_CHECK = 1
export CORE_UTILIZATION = 40
```

## /design/flow/constraint.sdc

```tcl
current_design Data_Memory

set clk_period 10.3
set clk_io_pct 0.2

create_clock -name clk0 -period $clk_period [get_ports {CLK}]

set non_clock_inputs [all_inputs -no_clocks]
set_input_delay [expr $clk_period * $clk_io_pct] -clock clk0 $non_clock_inputs
set_output_delay [expr $clk_period * $clk_io_pct] -clock clk0 [all_outputs]
```

## /design/flow/design.v

```verilog
`timescale 1ns / 1ps
module Data_Memory (
  output reg [31:0] Read_data,       
  input [31:0] Address,           
  input [31:0] Write_data,     
  input MemWrite, MemRead,
  input RST, 
  input CLK                  
);
  reg [31:0] memory[0:63];   
  integer i;
  always @(posedge CLK or posedge RST) begin
    if ( RST == 1 ) begin 
     	for (i = 0; i < 64; i = i + 1) begin
    		memory[i] <= 32'b0 ;
     	end
    end
    else begin
    	if ( MemWrite == 1'b1 && MemRead == 1'b0 ) 
      		memory[Address] <= Write_data ;
      	else if(MemWrite == 1'b0 && MemRead == 1'b1)
			Read_data <= memory[Address] ;
		else
      		memory[Address] <= memory[Address] ;
    end
  end
endmodule
```

==> load_flow_metrics.sql <==
-- physical implementation figures
INSERT INTO impl_metrics (metric_group, metric, value, unit) VALUES
('outcome', 'run_status', 'finished, violations left', ''),
('outcome', 'failed_checks', 'capacitance limit, slew limit', ''),
('synthesis', 'ff_latch_count_synth', '2080', ''),
('sta', 'grt_setup_unrepaired', 'false', ''),
('sta', 'finalClockSkew', '0.0336', 'ns'),
('run', 'stage_log_warnings', '81', ''),
('routing', 'routedWlPerCell', '33.1', 'microns'),
('synthesis', 'synth-edff-count', '32', ''),
('pwr', 'power.ir.vdd_worst', '181', 'uV'),
('finish', 'post_route_cells_drive_above_1_share', '12.2', '%'),
('worst_hold_path', 'hold_class', 'reg -> reg', ''),
('sta', 'slew_violations', '5', ''),
('routing', 'ant_nets', '0', ''),
('die', 'chip_area', '231000', 'sq um'),
('cts', 'cts.repair.resized', '0', ''),
('cts', 'cts.sinks', '2080', ''),
('cts', 'clk_pin_slew', '0.06', 'ns'),
('sta', 'tns', '0', 'ns'),
('cts', 'cts_tree', 'yes', ''),
('synthesis', 'synth-area-yosys', '91700', 'sq um'),
('routing', 'drt_first_iter_violations', '8650', ''),
('die', 'count_of_standard_cell_rows', '175', ''),
('cts', 'cts_htree_levels', '4', ''),
('place', 'place_congestion', '1.01', ''),
('grt', 'grt_pass1_wl', '588', 'mm'),
('grt', 'grt_antenna_before_repair', '44', ''),
('cts', 'postCtsHoldBufs', '0', ''),
('sta', 'layout_worst_path_cycle_share', '68.7', '%'),
('routing', 'number_of_vias_per_cell_after_detailed_routing', '6.37', ''),
('grt', 'gr-total-overflow', '0', ''),
('synthesis', 'netlist_area', '91700', 'sq um'),
('die', 'fp_util', '40.3', '%'),
('synthesis', 'synthFlopType', 'sky130_fd_sc_hd__dfrtp_1', ''),
('routing', 'drt_drc_violations_left', '0', ''),
('finish', 'layout_top_cells_excl_fill_tap', 'sky130_fd_sc_hd__dfrtp_1, sky130_fd_sc_hd__nor2_1, sky130_fd_sc_hd__nand2_1', ''),
('pwr', 'design_power_total', '21.8', 'mW'),
('sta', 'fin_crit', '7.07', 'ns'),
('synthesis', 'yosys-stat-cells', '9558', ''),
('critical_path', 'cp-start-kind', 'input port', ''),
('die', 'die-height', '481', 'microns'),
('synthesis', 'post_synth_inst_count', '9558', ''),
('routing', 'vias', '80000', ''),
('cts', 'max-clock-path-buffers', '3', ''),
('synthesis', 'yosysUniqueCellTypes', '72', ''),
('cts', 'tritoncts.num_buffers', '213', ''),
('finish', 'flow.area_growth_from_synthesis', '13.3', '%'),
('pwr', 'total_leakage_power', '47.3', 'nW'),
('grt', 'pin_count_of_the_biggest_net_entering_global_routing', '132', ''),
('sta', 'setup_viol', '0', ''),
('synthesis', 'share_of_the_yosys_chip_area_belonging_to_registers', '56.9', '%'),
('grt', 'number_of_global_route_vias_before_repair', '77600', ''),
('critical_path', 'crit_type', 'in -> reg', ''),
('sta', 'remaining_max_slew_budget_at_the_tightest_pin', '-1.22', '%'),
('place', 'port_buf_inserts', '73', ''),
('cts', 'post_cts_buffers', '0', ''),
('finish', 'final_common_cell', 'sky130_fd_sc_hd__dfrtp_1', ''),
('routing', 'route.final.wire_length', '416', 'mm'),
('grt', 'gr-usage-all-layers', '37.9', '%'),
('sta', 'final-hold-violation-count', '0', ''),
('die', 'coreArea', '227000', 'sq um'),
('synthesis', 'avgSynthCellArea', '9.59', 'sq um'),
('sta', 'worst_hold_slack', '0.471', 'ns'),
('cts', 'clkLatencyLatePin', '0.90', 'ns'),
('pwr', 'cellPowerDensity', '210', 'nW/um^2'),
('critical_path', 'worstSetupEndpointType', 'flop', ''),
('critical_path', 'crit_fanout', '41', ''),
('synthesis', 'ys_async_sr_fraction', '98.5', '%'),
('cts', 'cts-root-buf', 'sky130_fd_sc_hd__clkbuf_16', ''),
('die', 'die-width', '481', 'microns'),
('critical_path', 'worst-endpoint-arrival', '7.80', 'ns'),
('finish', 'finalCoreUtilization', '45.6', '%'),
('sta', 'max_clock_freq', '141', 'MHz'),
('routing', 'drt_first_pass_iters', '8', ''),
('die', 'boundaryPins', '100', ''),
('synthesis', 'syn_warnings', '2', ''),
('run', 'max_cap_viol_count', '1', ''),
('critical_path', 'worst-endpoint-required', '11.03', 'ns'),
('sta', 'transition_time_of_the_tightest_slew_check_pin', '1.51', 'ns'),
('place', 'detailed_place_hpwl', '251', 'mm');
-- kinds of logic (layout without fill, tap and decap cells) --
group           Yosys count  in the layout  share of synthesized area [%]
flops                  2080           2080                           56.9
compound gates         2388           2388                           15.6
simple gates           3910           3910                           20.2
buf+inv                 940            908                           4.38
mux                     240            240                           2.91
other cells               0             25                              0
-- per-stage QoR --
step | setup WS [ns] | instance area [sq um] | cells
6_report | 3.23 | 104000 | 12600
5_1_grt | 3.30 | 104000 | 12500
4_1_cts | 3.37 | 104000 | 12500
3_5_place_dp | 2.49 | 96600 | 12100
3_3_place_gp | 2.50 | 96600 | 12100
2_1_floorplan | -20.20 | 91700 | 9558
-- cell usage after synthesis, types with 10 or more instances --
library cell,count,area share (%)
sky130_fd_sc_hd__buf_6,12,0.15
sky130_fd_sc_hd__nand2_1,946,3.9
sky130_fd_sc_hd__o2bb2ai_1,12,0.11
sky130_fd_sc_hd__a221o_1,13,0.14
sky130_fd_sc_hd__mux2i_1,30,0.33
sky130_fd_sc_hd__a222oi_1,14,0.15
sky130_fd_sc_hd__and3b_1,15,0.14
sky130_fd_sc_hd__a2111o_1,17,0.21
sky130_fd_sc_hd__buf_2,185,1.0
sky130_fd_sc_hd__nor4b_1,10,0.096
sky130_fd_sc_hd__a2111oi_0,171,1.6
sky130_fd_sc_hd__nand4_1,256,1.7
sky130_fd_sc_hd__o31ai_1,69,0.56
sky130_fd_sc_hd__a32o_1,47,0.51
sky130_fd_sc_hd__edfxtp_1,32,1.0
sky130_fd_sc_hd__and3_1,615,4.2
sky130_fd_sc_hd__nand3_1,681,3.7
sky130_fd_sc_hd__mux2_2,210,2.6
sky130_fd_sc_hd__nor2_1,1215,5.0
sky130_fd_sc_hd__or4_1,14,0.11
sky130_fd_sc_hd__dfrtp_1,2048,56
sky130_fd_sc_hd__o22ai_1,23,0.16
sky130_fd_sc_hd__nand3b_1,13,0.11
sky130_fd_sc_hd__a21oi_1,853,4.7
sky130_fd_sc_hd__clkbuf_1,641,2.6
sky130_fd_sc_hd__or4_4,11,0.14
sky130_fd_sc_hd__o21a_1,14,0.11
sky130_fd_sc_hd__a22oi_1,79,0.65
sky130_fd_sc_hd__clkbuf_2,32,0.17
sky130_fd_sc_hd__a31oi_1,121,0.83
sky130_fd_sc_hd__o21ai_0,799,4.4
sky130_fd_sc_hd__a32oi_1,16,0.15
sky130_fd_sc_hd__a221oi_1,66,0.63
sky130_fd_sc_hd__nor3b_1,26,0.21
sky130_fd_sc_hd__o21ai_1,23,0.13
sky130_fd_sc_hd__buf_1,35,0.14
sky130_fd_sc_hd__buf_4,34,0.28
sky130_fd_sc_hd__nor4_1,44,0.30
-- power breakdown --
part           internal [mW]  switching (mW)
registers               9.74           0.798
logic                   1.04            2.11
clock network           4.65            3.43
-- critical path: stages --
cell,delay [ns]
sky130_fd_sc_hd__buf_2,0.50
sky130_fd_sc_hd__buf_4,0.59
sky130_fd_sc_hd__and4b_4,0.43
sky130_fd_sc_hd__buf_4,0.38
sky130_fd_sc_hd__and3_1,0.29
sky130_fd_sc_hd__a2111oi_0,0.58
sky130_fd_sc_hd__nand4_1,0.67
sky130_fd_sc_hd__or4_4,0.87
sky130_fd_sc_hd__o21bai_4,0.27
sky130_fd_sc_hd__buf_4,0.39
sky130_fd_sc_hd__buf_4,0.47
sky130_fd_sc_hd__o21ai_0,0.17
-- sequential cells by signal (all words and copies together) (netlist names) --
| register | cells |
|---|---|
| memory | 2048 |
| Read_data | 32 |
-- layer usage --
layer / share of wire [%] / GRT usage (%)
met3: 18 / 25.8
met4: 6.2 / 18.1
met1: 36 / 48.3
met2: 40 / 49.0
met5: 0.40 / 4.08
-- layout make-up --
cell class              count  area (sq um)
diodes                     25          62.6
flip-flops and latches   2080         52200
fillers                 20700        124000
inverters                   1          7.51
clock inverters            64           783
repair buffers            517          4260
clock buffers             326          6430
multi-input cells        6538         36300
well taps                3009          3760
-- worst paths after layout --
| check | startpoint | end | slack, ns | depth (start not counted) |
|---|---|---|---|---|
| min in group asynchronous | RST | memory[61][7] | 1.75 | 2 |
| max | Address[0] | memory[37][13] | 3.23 | 12 |
| min reg2reg | memory[33][15] | memory[33][15] | 0.47 | 2 |
| max in group asynchronous | RST | memory[62][17] | 5.79 | 5 |
| min | memory[33][15] | memory[33][15] | 0.47 | 2 |
| max reg2reg | memory[29][17] | memory[11][17] | 6.04 | 7 |
No activity file was given, so power comes from the tool's default toggle rates.
