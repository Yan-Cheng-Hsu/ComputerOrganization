### /design/flow/config.mk
export PLATFORM = sky130hd
export DESIGN_NAME = ALU
export DESIGN_NICKNAME = ALU
export VERILOG_FILES = /design/flow/design.v
export SDC_FILE = /design/flow/constraint.sdc
export NUM_CORES = 4
export LEC_CHECK = 1
export CORE_UTILIZATION = 40
### /design/flow/constraint.sdc
current_design ALU

set clk_period 25.9
set clk_io_pct 0.2

create_clock -name clk0 -period $clk_period

set non_clock_inputs [all_inputs -no_clocks]
set_input_delay [expr $clk_period * $clk_io_pct] -clock clk0 $non_clock_inputs
set_output_delay [expr $clk_period * $clk_io_pct] -clock clk0 [all_outputs]
### /design/flow/design.v
`timescale 1ns / 1ps
module ALU(ALU_result, Zero, ALU_in0, ALU_in1, ALU_Control) ; 
	output reg signed [31:0]ALU_result ;
	output Zero ;
	input signed [31:0]ALU_in0, ALU_in1 ;
	input [3:0]ALU_Control ;
	always @(*) begin
		if(ALU_Control==4'b0000) 
			ALU_result = ALU_in0 & ALU_in1 ;
		else if(ALU_Control==4'b0001)
			ALU_result = ALU_in0 | ALU_in1 ;
		else if(ALU_Control==4'b0010)
			ALU_result = ALU_in0 + ALU_in1 ;
		else if(ALU_Control==4'b0110)
			ALU_result = ALU_in0 - ALU_in1 ;
		else if(ALU_Control==4'b0111)
			ALU_result = ( ALU_in0 < ALU_in1 ) ? 1 : 0 ;
		else if(ALU_Control==4'b1100)
			ALU_result = ~(ALU_in0 | ALU_in1) ; 
		else
			ALU_result = 32'd0 ; 
	end
	assign Zero = ( ALU_result == 0 ) ; 
endmodule
### /design/flow/run.sh
#!/bin/bash
# OpenROAD 26Q1-2900-gdf79404cd8, Yosys 0.63+post, stock flow scripts
make -C /OpenROAD-flow-scripts/flow DESIGN_CONFIG=/design/flow/config.mk WORK_HOME=/design/flow/orfs finish
==> run summary <==
Summary of the current implementation state.

- The fill cell instance count of the final layout is ~1500, for reference.
- Relative to the synthesized area, the layout overhead comes to 19.6%.
- Hold repair after CTS inserted 0 buffers.
- The tool flagged a number of max-cap violations equal to 0.
- The count of inserted antenna diode cells is 0, for reference.
- The cell area after synthesis is 5750 µm², for reference.
- In the post-synthesis netlist, the biggest area contributors are ha_1 (21%), a21oi_1 (8.4%), inv_1 (6.3%).
- Detailed placement finished with a half-perimeter wire length of between 15000 and 20000 µm.
- The capturing element type of the critical path is an output pin, for reference.
- After floorplanning, the core was divided into approximately 43 placement rows.
- The final report lists the setup-violating endpoint count as 0.
- The most common logic cells in the final layout are clkdlybuf4s50_1 (100), a21oi_1 (97), inv_1 (97).
- The number of antenna violations at the first check in global routing was 0.
- The total chip power is 0.144 mW, for reference.
- In the routed layout, each cell is associated on average with a via count of ~6.0.
- The number of instances resized during post-cts repair is 0, for reference.
- OpenROAD emitted warnings numbering 96.
- Entering global routing, the biggest net connects between 40 and 50 pins.
- According to the floorplan report, the total die area is 14800 µm².
- The slew at the pin closest to its max-slew limit is 0.719 ns, for reference.
- For reference, the most critical setup path is categorized as in2out.
- The switching power as a share of total power is 57.7%, for reference.
- Per the detail_route report, routed wire per instance is 19.1 µm.
- The part of the total power dissipated in the clock network is 0%, for reference.
- The iteration count of the initial detailed-routing pass is 5, for reference.
- In the final timing run, aggregate negative setup slack is 0 ns.
- Global routing consumed, over all layers together, 29.3% of the routing resources.
- The most common logic cell in the routed design is clkdlybuf4s50_1, for reference.
- The worst vdd rail ir drop is 0.00847 mV, for reference.
- The horizontal die dimension is 122 µm, for reference.
- The number of top-level design ports is 101, for reference.
- The sequential-to-total area share from yosys stat is 0%, for reference.
- The detailed router placed 6797 vias in this run.
- Hold-check failures listed in the final report amount to 0.
- The worst hold-check path type is in2out, for reference.
- The final RePlAce weighted congestion is 1.01, for reference.
- For this block, the routed nets add up to 21600 µm of wire.
- During placement, the flow inserted port buffers numbering 101.
- The largest driver fanout on the critical path is 4, for reference.
- Per the Yosys statistics, synthesis produced roughly 900 cells.
- The design internal power is about 0.06 mW, for reference.
- The die is ~120 µm tall.
- The worst path setup slack after routing is 10.19 ns, for reference.
- The final layout contains a sequential cell count of 0.
- The top cell type by total area after synthesis is ha_1, for reference.
- The fraction of final layout cells sized beyond drive strength 1 is under 10%, for reference.
- The time the final worst path needs with I/O delays and setup is 15.71 ns, for reference.
- Summed over its instances, the top area cell type makes up 20.9% of the synthesized netlist area.
- Registers are responsible for 0% of the overall power.
- In the routed design, unresolved DRC markers number 0.
- The core utilization at floorplan is 41.2%, for reference.
- The worst setup path is launched from an input pin.
- The synthesis warning total is 1, for reference.
- Power spread over the standard cell area amounts to about 21 nW/µm².
- The standby leakage power is around 3 nW, for reference.
- The setup slack at placement is 10.27 ns, for reference.
- Once the clock tree was built, the setup fixing pass inserted 0 buffers.
- For this run the aggregate overflow at the end of global routing stands at 0.
- The number of global-route vias before repair is 6164, for reference.
- The core region is 13900 µm².
- The OpenROAD report gives the critical path a data arrival time of approximately 11 ns.
- The critical path required time is 20.72 ns, for reference.
- The total net switching power is 0.0830 mW, for reference.
- The part of the power in combinational logic is 100.0%, for reference.
- Pins over their slew limit in the final report were tallied at 0.
- The instance count of the mapped netlist is 884, for reference.
- Per the post-route antenna check, the number of violating nets is 0.
- In this run, distinct cell masters in the synthesized netlist total 87.
- The run finished with clean final reports.
- The global-route wire length before repair is 33500 µm, for reference.
- The stat command in Yosys gives a chip area of approximately 5700 µm².
- For this run, the top clock speed supported by timing is 0.0637 GHz.
- The clock buffer count is 0, for reference.
- The flip-flop and latch area is 0 µm², for reference.
- Setup repair after global routing left no endpoint under its margin.
- The number of DRC violations after detailed-routing iteration 0 is 554, for reference.
- The average cell area after synthesis is 6.50 µm², for reference.
- The share of the clock period used by the worst path is 60.6%, for reference.
- The worst pin sits at a relative slew slack of between 50% and 60%.
-- metal layers --
layer / vias up / track usage (%) / share of wire [%]
met4: 0 / 7.95 / 2.5
li1: 3348 / - / -
met2: 291 / 45.4 / 44
met5: - / 0 / 0
met3: 40 / 3.63 / 7.2
met1: 3118 / 42.6 / 46
-- cells by family after synthesis --
logic type	count (synthesis)	synth area share, %
adder cells (fa/ha/maj)	98	21.6
AND/OR/NAND/NOR	280	25.4
multiplexers	15	2.68
AND-OR/OR-AND	324	37.5
XOR/XNOR	14	2.13
buffers and inverters	153	10.7
-- power by group through the flow --
stage	Sequential (mW)	Clock (mW)	Combinational, mW
CTS	0	0	0.142
global route	0	0	0.157
finish	0	0	0.144
-- area by class of cell --
class              instances  area (µm²)  share of cell area [%]
repair buffers           118        1130                    16.5
well taps                180         225                    3.28
inverters                 99         372                    5.41
multi-input cells        731        5140                    74.8
-- critical path: stages --
cell,delay [ns]
clkdlybuf4s50_1,0.51
ha_1,0.21
inv_1,0.06
fa_1,0.39
nand2b_1,0.18
a211oi_1,0.58
o2111ai_1,0.27
nand3_1,0.18
o221a_1,0.20
a211oi_1,0.06
or4_1,0.53
or4b_1,0.49
or4_1,0.51
or4_1,0.54
nor4_2,0.15
clkdlybuf4s50_1,0.49
-- cell usage after synthesis (all sizes together), types with 7 or more instances --
library cell / number
a31oi: 8
buf: 20
a211oi: 11
nor4: 8
a221oi: 7
and3: 8
o21ai: 58
nand2: 74
nor3: 16
inv: 99
mux2i: 12
a21o: 13
nand4: 11
nor2: 70
nand2b: 14
or3: 8
nor2b: 8
o22ai: 11
nand3: 22
o21bai: 12
o31ai: 22
xnor2: 11
ha: 96
a22oi: 15
clkbuf: 34
a21oi: 99
and2: 8
-- through the flow --
step	instances	util, %	instance area, µm²	hold slack [ns]
after floorplan	884	-	5750	10.64
after global placement	1128	49.3	6870	11.27
after global routing	1128	49.3	6870	11.32
after CTS	1128	49.3	6870	11.26
final	1128	49.3	6870	11.27
after detailed placement	1128	49.3	6870	11.26
-- final timing paths --
path                            from       endpoint  depth (start not counted)
worst max-delay path      ALU_in1[0]           Zero                         16
worst min-delay path  ALU_Control[0]  ALU_result[1]                          4
No activity file was given, so power comes from the tool's default toggle rates.
